<file path="run.sh">
#!/bin/bash
# OpenROAD 26Q1-2900-gdf79404cd8, Yosys 0.63+post, stock flow scripts
make -C /OpenROAD-flow-scripts/flow DESIGN_CONFIG=/design/flow/config.mk WORK_HOME=/design/flow/orfs finish
</file>
<file path="config.mk">
export PLATFORM = sky130hd
export DESIGN_NAME = axi_bridge
export DESIGN_NICKNAME = axi_bridge
export VERILOG_FILES = /design/flow/design.v
export SDC_FILE = /design/flow/constraint.sdc
export NUM_CORES = 4
export LEC_CHECK = 1
export CORE_UTILIZATION = 40
</file>
<file path="constraint.sdc">
current_design axi_bridge

set clk_period 5.1
set clk_io_pct 0.2

create_clock -name clk0 -period $clk_period [get_ports {axi_clk}]
create_clock -name clk1 -period $clk_period [get_ports {user_clk}]

set non_clock_inputs [all_inputs -no_clocks]
set_input_delay [expr $clk_period * $clk_io_pct] -clock clk0 $non_clock_inputs
set_output_delay [expr $clk_period * $clk_io_pct] -clock clk0 [all_outputs]
</file>
<file path="design.v">
`timescale 1ns/1ps
module axi_bridge (
    input               axi_clk         ,  
    input               axi_rst         ,  
    input     [31:00]   axi_araddr      ,  
    input     [02:00]   axi_arprot      ,  
    output reg          axi_arready     ,  
    input               axi_arvalid     ,  
    output reg[31:00]   axi_rdata       ,  
    input               axi_rready      ,  
    output reg[01:00]   axi_rresp       ,  
    output reg          axi_rvalid      ,  
    input     [31:00]   axi_awaddr      ,  
    input     [02:00]   axi_awprot      ,  
    output reg          axi_awready     ,  
    input               axi_awvalid     ,  
    input     [31:00]   axi_wdata       ,  
    output reg          axi_wready      ,  
    input     [03:00]   axi_wstrb       ,  
    input               axi_wvalid      ,  
    input               axi_bready      ,  
    output reg[01:00]   axi_bresp       ,  
    output reg          axi_bvalid      ,  
    input               user_clk        ,  
    input               user_rst        ,  
    output reg[31:00]   user_rd_data0   ,  
    output reg[31:00]   user_rd_data1   ,  
    output reg[31:00]   user_rd_data2   ,  
    output reg[31:00]   user_rd_data3   ,  
    output reg[31:00]   user_rd_data4   ,  
    output reg[31:00]   user_rd_data5   ,  
    output reg[31:00]   user_rd_data6   ,  
    output reg[31:00]   user_rd_data7   ,  
    input     [31:00]   user_wr_data0   ,  
    input     [31:00]   user_wr_data1   ,  
    input     [31:00]   user_wr_data2   ,  
    input     [31:00]   user_wr_data3   ,  
    input     [31:00]   user_wr_data4   ,  
    input     [31:00]   user_wr_data5   ,  
    input     [31:00]   user_wr_data6   ,  
    input     [31:00]   user_wr_data7      
);
    reg             rd_addr_evt;  
    reg [15:00]     read_addr;  
    reg [31:00]     read_regtable[07:00];
    reg [31:00]     read_regtable_r0[07:00];
    reg [31:00]     read_regtable_r1[07:00]; 
    reg [15:00]     write_addr;  
    reg [31:00]     write_data;  
    reg             write_evt;
    reg [31:00]     rw_regtable[07:00];
    reg [31:00]     rw_regtable_r0[07:00];
    reg [31:00]     rw_regtable_r1[07:00];
    always @(posedge axi_clk or posedge axi_rst) begin
        if (axi_rst) begin 
            axi_arready <= 'b1;
            read_addr   <= 'h0; 
            rd_addr_evt <= 'b0;
        end else begin
            if (axi_arvalid) begin 
                axi_arready <= 0; 
            end else begin
                axi_arready <= 1;  
            end
            rd_addr_evt <= 0;
            if (axi_arready && axi_arvalid && axi_arprot == 3'b000) begin
                read_addr <= {2'h0,axi_araddr[15:02]};
                rd_addr_evt <= 1;
            end
        end
    end
    always @(posedge axi_clk) begin
        read_regtable[0] <= user_wr_data0;
        read_regtable[1] <= user_wr_data1;
        read_regtable[2] <= user_wr_data2;
        read_regtable[3] <= user_wr_data3;
        read_regtable[4] <= user_wr_data4;
        read_regtable[5] <= user_wr_data5;
        read_regtable[6] <= user_wr_data6;
        read_regtable[7] <= user_wr_data7;
    end
    generate
        begin: gen0 
            genvar i;
            for (i = 0; i < 8; i = i + 1)
            begin: axi_read 
                always @(posedge axi_clk) begin
                    read_regtable_r0[i] <= read_regtable[i];
                    read_regtable_r1[i] <= read_regtable_r0[i];
                end
            end
        end 
    endgenerate
    always @(posedge axi_clk or posedge axi_rst) begin
        if (axi_rst) begin 
            axi_rvalid <= 'b0;
            axi_rdata  <= 'h0; 
            axi_rresp  <= 'h0; 
        end else begin
            if (rd_addr_evt) begin 
                axi_rvalid <= 1;
            end else if (axi_rready && axi_rvalid) begin
                axi_rvalid <= 0; 
            end else begin
                axi_rvalid <= axi_rvalid;
            end
            if (rd_addr_evt) begin 
                axi_rresp <= 2'h0;  
                case(read_addr) 
                32'd0   : axi_rdata <= rw_regtable[0]; 
                32'd1   : axi_rdata <= rw_regtable[1]; 
                32'd2   : axi_rdata <= rw_regtable[2]; 
                32'd3   : axi_rdata <= rw_regtable[3]; 
                32'd4   : axi_rdata <= rw_regtable[4]; 
                32'd5   : axi_rdata <= rw_regtable[5]; 
                32'd6   : axi_rdata <= rw_regtable[6]; 
                32'd7   : axi_rdata <= rw_regtable[7]; 
                32'd8   : axi_rdata <= read_regtable_r1[0]; 
                32'd9   : axi_rdata <= read_regtable_r1[1]; 
                32'd10  : axi_rdata <= read_regtable_r1[2]; 
                32'd11  : axi_rdata <= read_regtable_r1[3]; 
                32'd12  : axi_rdata <= read_regtable_r1[4]; 
                32'd13  : axi_rdata <= read_regtable_r1[5]; 
                32'd14  : axi_rdata <= read_regtable_r1[6]; 
                32'd15  : axi_rdata <= read_regtable_r1[7]; 
                default : axi_rdata <= 32'h0         ; 
                endcase 
            end
        end
    end
    always @(posedge axi_clk or posedge axi_rst) begin
        if (axi_rst) begin
            axi_awready <= 'b1;
            write_addr  <= 'h0;
        end else begin
            if (axi_awvalid) begin 
                axi_awready <= 0; 
            end else begin 
                axi_awready <= 1;  
            end
            if (axi_awready && axi_awvalid && axi_awprot == 3'b000) begin
                write_addr <= {2'h0,axi_awaddr[15:02]}; 
            end
        end
    end
    always @(posedge axi_clk or posedge axi_rst) begin
        if (axi_rst) begin
            axi_wready <= 'b1;
            write_data <= 'h0;
            write_evt  <= 'b0;
        end else begin 
            if (axi_wvalid) begin 
                axi_wready <= 0; 
            end else begin 
                axi_wready <= 1;  
            end 
            write_evt <= 0;
            if (axi_wready && axi_wvalid && axi_wstrb == 4'hF) begin
                write_data <= axi_wdata;
                write_evt  <= 1;
            end
        end
    end
    always @(posedge axi_clk or posedge axi_rst) begin
        if (axi_rst) begin
            axi_bvalid   <= 'b0;
            axi_bresp    <= 'h0;
        end else begin 
            if (write_evt) begin
                axi_bvalid <= 1;
            end else if(axi_bready && axi_bvalid) begin
                axi_bvalid <= 0;
            end else begin
                axi_bvalid <= axi_bvalid;
            end
            if (write_evt) begin
                axi_bresp  <= 2'h0;  
            end
        end
    end
    always @(posedge axi_clk or posedge axi_rst) begin
        if (axi_rst) begin
            rw_regtable[0] <= 'h0;
            rw_regtable[1] <= 'h0;
            rw_regtable[2] <= 'h0;
            rw_regtable[3] <= 'h0;
            rw_regtable[4] <= 'h0;
            rw_regtable[5] <= 'h0;
            rw_regtable[6] <= 'h0;
            rw_regtable[7] <= 'h0;
        end else begin
            if (axi_bready && axi_bvalid) begin
                case(write_addr)
                32'd0   : rw_regtable[0] <= write_data;
                32'd1   : rw_regtable[1] <= write_data;
                32'd2   : rw_regtable[2] <= write_data;
                32'd3   : rw_regtable[3] <= write_data;
                32'd4   : rw_regtable[4] <= write_data;
                32'd5   : rw_regtable[5] <= write_data;
                32'd6   : rw_regtable[6] <= write_data;
                32'd7   : rw_regtable[7] <= write_data;
                default : ;
                endcase
            end  
        end
    end 
    generate
        begin : gen1 
            genvar i;
            for (i = 0; i < 8; i = i + 1)
            begin: axi_write 
                always @(posedge axi_clk) begin
                    rw_regtable_r0[i] <= rw_regtable[i];
                    rw_regtable_r1[i] <= rw_regtable_r0[i];
                end
            end
        end 
    endgenerate
    always @(posedge user_clk) begin  
        user_rd_data0 <= rw_regtable_r1[0];
        user_rd_data1 <= rw_regtable_r1[1];
        user_rd_data2 <= rw_regtable_r1[2];
        user_rd_data3 <= rw_regtable_r1[3];
        user_rd_data4 <= rw_regtable_r1[4];
        user_rd_data5 <= rw_regtable_r1[5];
        user_rd_data6 <= rw_regtable_r1[6];
        user_rd_data7 <= rw_regtable_r1[7];
    end
endmodule 
</file>
==> reports/metrics.csv <==
metric,value,unit
setup_repair_after_global_routing_missed_its_margin,false,
static-leakage-power,0.0268,µW
worst_setup_path_start_kind,flop,
antenna_found_initial,19,
synth-cells-yosys,2986,
gpl.final_weighted_congestion,0.862,
hold_viol_final,0,
edf_count,0,
dp_cells,5161,
swShare,23.2,%
rows,127,
yosys.stat.seqShare,82.1,%
synth-warning-count,7,
finish.cell_count_without_fillers,5547,
ctsResizeCount,0,
yosys_most_used_dff,dfxtp_1,
dpl.hpwl,87300,µm
yosys_area,0.0483,mm²
timing.slew.headroom,42.4,%
seq_power_share,47.9,%
place_area,0.0566,mm²
vias_per_cell,4.63,
synth.top_cell.area_share,63.7,%
grt_use_total,23.1,%
netlist_top_cells_area,"dfxtp_1, dfrtp_1, mux2_2",
drc,0,
setup_violations,0,
globalRoute.totalOverflow,0,
chipHeight,349,µm
crit_required,5780,ps
grt_first_pass_wirelength,187000,µm
ctsHoldBuffers,0,
core_region_area,0.120,mm²
cts_tree,built,
max_slew_violation_count,0,
cts_setup_buffers,0,
worstSetupPathType,flop to flop,
cts_num_sinks,1891,
post_synthesis_cells,2986,
portBuffers,625,
final.setup.tns,0,ps
dr.first_iter.drc_count,1416,
clock_power_share,46.9,%
timing.hold.worst.class,flop to flop,
syn-mean-instance-area,16.2,µm²
postSynthRegisterBits,1891,
routed_wirelength,133000,µm
fin_skew,28.3,ps
areaGrowthSynthToFinish,32.1,%
net_switching_power_of_the_design,7600,µW
detailedRoute.firstPassIterationCount,5,
timing_worst_slew_pin_value,862,ps
yosysUniqueCellTypes,60,
reg_clk_slew_reported_paths,60,ps
max-vdd-ir-drop,0.421,mV
power.share.combinational,5.1,%
worst_path_maximum_fanout,30,
worstPathArrival,4150,ps
fp_util,40.3,%
power_report.internal_total,25100,µW
cp-end-kind,flop,
async_reset_ff_share,18.8,%
outcome,"finished, final reports clean",
mappedNetlistArea,0.0483,mm²
maximum_number_of_pins_on_one_net_before_global_route_repair,99,
finalInstanceArea,0.0638,mm²
openroad.warnings,65,
postRouteAntennaNets,0,
grt_pass1_vias,26100,
final_critical_path_setup_slack,1630,ps
die-area,0.122,mm²
die-width,349,µm
wl_per_cell,24.0,µm
max_cap_viols,0,
synth_area_leader_cell,dfxtp_1,
boundaryPins,668,
layout-drive-gt1-share,17.6,%
via_count,25700,
place_worst_setup_slack,1420,ps
power-per-cell-area,513,mW/mm²
-- worst max-delay path: stages, from the launching register on --
cell	delay, ps
dfrtp_4	640
buf_4	610
nor4b_2	550
buf_4	630
a22oi_1	190
o21ai_0	130
o21ai_0	340
a31oi_1	230
-- power groups by stage --
stage | sequential, µW | combinational [µW] | clock, µW
CTS | 15700 | 1700 | 15700
global route | 15700 | 1790 | 16400
finish | 15700 | 1670 | 15400
-- flip-flops by register name, summed over array words and instances (netlist names), 256 cells and up --
name,cells
rw_regtable_r1,256
rw_regtable,256
rw_regtable_r0,256
read_regtable_r0,256
read_regtable,256
read_regtable_r1,256
-- logic make-up (layout without fill, tap and decap cells) --
| family | after synthesis | in the layout | share of synthesized area, % |
|---|---|---|---|
| AND-OR/OR-AND | 382 | 382 | 5.71 |
| other | 1 | 14 | 0.00777 |
| buffers and inverters | 136 | 1072 | 1.43 |
| AND/OR/NAND/NOR | 222 | 222 | 2.62 |
| multiplexers | 354 | 354 | 8.15 |
| flip-flops | 1891 | 1891 | 82.1 |
-- metal layers --
layer  global-route usage [%]  vias up  share of wire, %
li1                         -    11900                 -
met1                     33.9    12700                43
met2                     33.6      904                45
met3                     9.12      247               9.5
met4                     5.74       22               2.9
met5                        0        -              0.11
-- per-stage QoR --
stage | total power [µW] | util, % | hold slack, ps
detailed placement | 17700 | 47.3 | 312
CTS | 33100 | 53.2 | 300
global placement | 17700 | 47.3 | 310
finish | 32700 | 53.2 | 301
floorplan | 16500 | - | 310
global route | 33900 | 53.2 | 314
-- worst paths after layout --
check	to	from	slack, ps	depth (start not counted)
max in group clk1	user_rd_data2[21]	rw_regtable_r1[2][21]	4410	0
min in group asynchronous	rw_regtable[5][12]	axi_rst	790	2
worst max register to register	axi_rdata[2]	read_addr[2]	1630	7
min in group clk1	user_rd_data5[31]	rw_regtable_r1[5][31]	480	0
worst max-delay path	axi_rdata[2]	read_addr[2]	1630	7
worst min-delay path	read_regtable_r1[7][15]	read_regtable_r0[7][15]	300	0
max in group asynchronous	rw_regtable[3][5]	axi_rst	3210	3
worst min register to register	read_regtable_r1[7][15]	read_regtable_r0[7][15]	300	0
-- synthesized netlist by cell type, drive strengths merged, types with 2 or more instances --
master  number
inv          8
a22oi       93
clkbuf      69
a221o        2
dfxtp     1536
and3         6
a222oi      16
a22o        34
o221ai      10
nand4        3
nand2       81
mux2       304
dfrtp      352
nor4bb       2
o31a        18
nor2b        9
nor4         9
or4          5
a221oi      20
o221a        5
dfstp        3
nand2b       2
nor3         9
mux2i       49
a21oi       58
nor3b        4
nand3        8
nor2        32
o22ai       23
a211oi       7
a21boi      10
nand3b      43
or3b         5
or2          2
o21ai       43
a31oi        9
o31ai        2
buf         58
a21o        19
o22a         9
-- placed cells by master, fill, tap and decap left out, drive strengths merged, types with 47 or more instances in the layout --
cell	n
clkbuf	291
dfrtp	352
nand2	81
mux2	304
dfxtp	1536
a22oi	93
clkdlybuf4s50	625
mux2i	49
buf	62
clkinv	47
a21oi	58
-- cell type report --
type	count	area [µm²]
Multi-Input combinational cell	962	8140
Sequential cell	1891	39600
Clock buffer	291	5900
Inverter	9	37.5
Tap cell	1612	2020
Antenna cell	10	25.0
Clock inverter	85	1240
Fill cell	9580	56000
Timing Repair Buffer	687	6780
No activity file was given, so power comes from the tool's default toggle rates.
