$ cat design/flow/design.v
module uart_rx # (
    parameter MODULE_CLK_RATE   = 32'd100000000 ,  
    parameter UART_BAUDCLK_RATE = 32'd115200       
)
(
    input               clk                     , 
    input               rst                     , 
    input               uart_rx                 , 
    output              uart_rx_evt_o           , 
    output    [07:00]   uart_rx_data_o          , 
    output              baud_bps_tb               
 );
    localparam BAUD_DIV     = MODULE_CLK_RATE / UART_BAUDCLK_RATE;  
    localparam BAUD_DIV_CAP = BAUD_DIV / 2;                         
    reg [13:0] baud_div;                             
    reg        baud_bps;                             
    reg        bps_start;                            
    always@(posedge clk or posedge rst) begin
        if(rst) begin
            baud_div <= 0;
            baud_bps <= 0;
        end else begin
            baud_bps <= 0;
            baud_div <= 0;
            if(baud_div < BAUD_DIV && bps_start) begin
                baud_div <= baud_div + 1'b1;
                baud_bps <= 0;
                if(baud_div == BAUD_DIV_CAP) begin
                    baud_bps <= 1'b1;
                end
            end
        end
    end
    reg [4:0] uart_rx_i_r;                 
    always@(posedge clk or posedge rst) begin
        if(rst) begin
            uart_rx_i_r <= 5'b11111;
        end else begin
            uart_rx_i_r<={uart_rx_i_r[3:0],uart_rx};
        end
    end
    wire uart_rx_int = uart_rx_i_r[4] | uart_rx_i_r[3] | uart_rx_i_r[2] | uart_rx_i_r[1] | uart_rx_i_r[0];
    reg [03:00] bit_num;           
    reg         uart_rx_done_r;    
    reg         state;
    reg [07:00] uart_rx_data_o_r0=0;  
    reg [07:00] uart_rx_data_o_r1=0;  
    always@(posedge clk or posedge rst) begin
        if(rst) begin
            uart_rx_done_r <= 0;
            bps_start      <= 0;    
            state          <= 1'b0;
            bit_num        <= 0;
            uart_rx_data_o_r0 <= 0;
            uart_rx_data_o_r1 <= 0;
        end else begin
            uart_rx_done_r <= 1'b0;
            case(state)
            1'b0 :
            begin
                if(!uart_rx_int) begin
                    bps_start <= 1'b1;
                    state     <= 1'b1;
                end
            end
            1'b1 :
            begin           
                if(baud_bps) begin
                    bit_num <= bit_num + 1'b1;
                    if( bit_num<4'd9 ) begin
                        uart_rx_data_o_r0[bit_num-1] <= uart_rx;
                    end
                end else if(bit_num==4'd10) begin
                    bit_num           <= 0;
                    uart_rx_done_r    <= 1'b1;
                    uart_rx_data_o_r1 <= uart_rx_data_o_r0;
                    state             <= 1'b0;  
                    bps_start         <= 0;
                end
            end
            default:;
            endcase
        end
    end
    assign baud_bps_tb    = baud_bps; 
    assign uart_rx_data_o = uart_rx_data_o_r1;
    assign uart_rx_evt_o  = uart_rx_done_r;
endmodule
$ cat design/flow/run.sh
#!/bin/bash
# OpenROAD 26Q1-2900-gdf79404cd8, Yosys 0.63+post, stock flow scripts
make -C /OpenROAD-flow-scripts/flow DESIGN_CONFIG=/design/flow/config.mk WORK_HOME=/design/flow/orfs finish
$ cat design/flow/config.mk
export PLATFORM = sky130hd
export DESIGN_NAME = uart_rx
export DESIGN_NICKNAME = uart_rx
export VERILOG_FILES = /design/flow/design.v
export SDC_FILE = /design/flow/constraint.sdc
export NUM_CORES = 4
export LEC_CHECK = 1
export CORE_UTILIZATION = 50
$ cat design/flow/constraint.sdc
current_design uart_rx

set clk_period 2.1
set clk_io_pct 0.2

create_clock -name clk0 -period $clk_period [get_ports {clk}]

set non_clock_inputs [all_inputs -no_clocks]
set_input_delay [expr $clk_period * $clk_io_pct] -clock clk0 $non_clock_inputs
set_output_delay [expr $clk_period * $clk_io_pct] -clock clk0 [all_outputs]
==> metrics.cfg <==
[placed_design]
portBuffers = 12
hpwl_mm = 2.875
gp_congestion = 0.7627

[drt]
insertedDiodeCount = 0
drtIter0Drc = 40
drtAntennaViolNets = 0
first_pass_iters = 4
viasPerCell = 5.348
routed_wl_mm = 3.881
wire_per_inst_um = 13.38
drcViolationCount = 0
vias = 1551

[synth]
ys_ff = 43
synth.area.top_cells = dfrtp_1, ha_1, dfstp_2, mux2_2, nor2_1
edf_count = 0
synth_area_per_cell_um2 = 10.93
yosys_cells = 200
top_cell = dfrtp_1
async_reset_ff_share_pct = 100.0
synth_cells = 200
ys_seq_share_pct = 49.51
synthDistinctLibCells = 43
synth_top_flop_cell = dfrtp_1
yosys_area_um2 = 2186
synth_top_cell_by_area = dfrtp_1
top_cell_area_share_pct = 43.50
synthesis.area_um2 = 2186
common_cells = dfrtp_1, nor2_1, nand2_1
ys_warn_count = 1

[sta]
setup_slack_ns = -0.6685
slew_violations = 0
finalCritPeriodShare_pct = 131.8
timing.fmax_mhz = 361.2
hold_ws_ns = 0.3669
setup_tns_ns = -5.170
setup_viol = 8
rsz0062_at_grt = yes
min_period_ns = 2.769
hold_viol = 0
fin_skew_ns = 0.005511

[grt]
met2_usage_pct = 29.41
gr-total-overflow = 0
grt_pass1_vias = 1504
met1_usage_pct = 32.15
grt_max_degree = 30
grt_use_met3_pct = 4.392
antenna_found_initial = 0
grtUsageTotal_pct = 19.65
grt_pass1_wl_mm = 6.548
grt_busiest_layer = met1

[worst_setup_path]
cp_data_arrival_time_ns = 2.94
end_kind = flop
crit_type = reg -> reg
required_ns = 2.27
crit_path_max_fanout = 5
cp-start-kind = flop

[clocking]
cts.reportedPaths.clkPinSlew_ns = 0.08
cts_tree = done
root_buffer = clkbuf_8
clock-sinks = 43
cts_made_buffers = 5
insertion_delay_ns = 0.28
ctsHoldBuffers = 0
max-clock-path-buffers = 2
h-tree-depth = 2

[floorplanning]
fp_util_pct = 53.49
die_area_um2 = 4640
io-pin-count = 13
core_um2 = 4086
die_h_um = 68.12
fp-row-count = 23
dieWidth_um = 68.12

[cells_and_area]
fillers = 314
drive_above_1_share_pct = 32.50
area_growth_pct = 25.19

[pwr]
irDropWorstVdd_mv = 0.5250
leakage_nw = 1.210
power_density_nw_per_um2 = 504.4
power_mw = 1.380

[hold_path]
hp-class = reg -> reg

[job]
drv_cap = 0
openroad.warnings = 34

[outcome]
violations = setup timing
status = finished, violations left

[per-layer routing]
| metal | share of wire (%) | wire length [um] |
|---|---|---|
| met5 | 0 | 0 |
| met4 | 0.44 | 17 |
| met3 | 3.2 | 126 |
| met2 | 46 | 1778 |
| met1 | 50 | 1958 |
[registers in the layout (all words and copies together), names as in the netlist]
register           cells
baud_bps               1
baud_div              14
bit_num                4
bps_start              1
state                  1
uart_rx_data_o_r0      8
uart_rx_data_o_r1      8
uart_rx_done_r         1
uart_rx_i_r            5
[cells in the final DEF (no fill, tap or decap), types with 3 or more instances in the layout]
cell type         n
xnor2_1           9
mux2_2            9
nand2_2           3
nand2_1          13
mux2_4            4
o21ai_0           4
inv_1             8
dfrtp_1          37
buf_4            23
nor3_1            3
nand3_1           9
nand4_1           7
clkdlybuf4s50_1  12
clkbuf_8          5
conb_1            4
nor4_1            4
inv_2             4
mux2_1            3
nor2_1           20
dfstp_2           5
ha_1             11
nor2_2            4
[power breakdown]
part	internal, mW	switching, mW
clock	0.234	0.259
combinational	0.0100	0.0230
sequential	0.845	0.00871
total	1.09	0.291
[final cells by class]
type	instances	area [um^2]	area share [%]
multi-input cells	142	1166	42.62
flip-flops and latches	43	1084	39.60
repair buffers	35	292.8	10.70
clock buffers	6	72.57	2.652
well taps	50	62.56	2.286
inverters	12	45.04	1.646
clock inverters	2	13.76	0.5030
[through the flow]
step                util [%]  std cells  cell area [um^2]  setup WS, ns
floorplan                  -        203              2226       -0.7196
global placement       61.57        279              2516       -0.7506
detailed placement     61.57        279              2516       -0.8088
CTS                    65.58        289              2680       -0.6733
global route           66.96        290              2736       -0.8258
finish                 66.96        290              2736       -0.6685
[final timing paths]
check	start	cells after the start	endpoint	slack, ns
max in group asynchronous	rst	3	uart_rx_i_r[3]	1.28
min	uart_rx_i_r[2]	0	uart_rx_i_r[3]	0.37
min reg2reg	uart_rx_i_r[2]	0	uart_rx_i_r[3]	0.37
max reg2reg	bit_num[0]	11	uart_rx_data_o_r0[3]	-0.67
max	bit_num[0]	11	uart_rx_data_o_r0[3]	-0.67
min in group asynchronous	rst	3	uart_rx_data_o_r1[5]	0.44
[worst max-delay path, stage by stage (launching register included)]
cell,delay (ns)
dfrtp_2,0.44
inv_2,0.09
ha_4,0.22
nand2_2,0.09
o31ai_4,0.07
nand2_2,0.10
ha_4,0.27
or3b_4,0.39
nor4_4,0.37
nand2_1,0.15
nor2_2,0.16
mux2_4,0.31
[kinds of logic after synthesis]
| logic type | share of synthesized area, % |
|---|---|
| buffers and inverters | 3.835 |
| multiplexers | 8.243 |
| adder cells (fa/ha/maj) | 7.442 |
| XOR/XNOR | 5.152 |
| flip-flops | 49.51 |
| AND-OR/OR-AND | 5.381 |
| AND/OR/NAND/NOR | 20.26 |
| other | 0.1716 |
[timing repair]
item | CTS | global route
setup endpoints to repair | 8 | 8
pin swaps | 6 | 8
gates resized | 13 | 13
setup buffers | 2 | 1
